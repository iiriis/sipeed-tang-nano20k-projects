**design/flow/design.v**
```verilog
module top (
    input wire btn2,
    input wire clk,
    input wire btn1,
    input wire uartRx,
    output wire uartTx,
    output wire [5:0] led 
);
reg [7:0] data;
reg [5:0] ascii_counter;
reg [23:0] micros;
reg [7:0] rx_data;  
always @(posedge btn1) begin
    if (btn2) begin
        ascii_counter <= 0;
        data <= 0;
    end else begin
            data <= 65 + ascii_counter;
            ascii_counter <= ascii_counter + 1;
            if (ascii_counter == 25) begin
                ascii_counter <= 0;
            end
    end
end
localparam clock = 27000000;
localparam baud = 115200;
wire [5:0] not_led;
assign led = ~(not_led);
UART uart (
    .rst(btn2), 
    .clk(clk), 
    .tx_buffer(data), 
    .baud_div(clock/baud - 1), 
    .TX(uartTx),
    .RX(uartRx),
    .tx_busy(),
    .rx_buffer(not_led)  
);
endmodule
module UART (
    input wire rst,
    input wire clk,
    input wire [7:0] tx_buffer,
    input wire [15:0] baud_div,
    input wire RX,
    output reg [7:0] rx_buffer,
    output reg rx_int,
    output reg TX,          
    output reg tx_busy
);
reg [16:0] baud_counter_tx;
reg [7:0] last_tx_buffer;
reg [1:0] tx_state;
localparam IDLE = 0, START = 1, DATA = 2, STOP = 3;
reg [3:0] bit_indexer_tx;
always @(posedge clk or posedge rst) begin
    if (rst == 1) begin
        tx_state <= IDLE;
        last_tx_buffer <= 0;
        baud_counter_tx <= 0;
        bit_indexer_tx <= 0;
        tx_busy <= 0;
        TX <= 1;  
    end else begin
        case (tx_state)
            IDLE: begin
                if ((tx_buffer != last_tx_buffer) && (tx_busy == 0)) begin
                    tx_state <= START;
                    last_tx_buffer <= tx_buffer;
                    tx_busy <= 1;  
                    TX <= 0;  
                    bit_indexer_tx <= 0;
                end
            end
            START: begin
                if (baud_counter_tx == baud_div) begin
                    baud_counter_tx <= 0;
                    tx_state <= DATA;
                    TX <= last_tx_buffer[bit_indexer_tx];
                    bit_indexer_tx <= 1;
                end else begin
                    baud_counter_tx <= baud_counter_tx + 1;
                end
            end
            DATA: begin
                if (baud_counter_tx == baud_div) begin
                    baud_counter_tx <= 0;
                    if (bit_indexer_tx < 8) begin
                        TX <= last_tx_buffer[bit_indexer_tx];
                        bit_indexer_tx <= bit_indexer_tx + 1;
                    end else begin
                        TX <= 1;  
                        tx_state <= STOP;
                    end
                end else begin
                    baud_counter_tx <= baud_counter_tx + 1;
                end
            end
            STOP: begin
                if (baud_counter_tx == baud_div) begin
                    baud_counter_tx <= 0;
                    tx_state <= IDLE;
                    tx_busy <= 0;  
                end else begin
                    baud_counter_tx <= baud_counter_tx + 1;
                end
            end
        endcase
    end
end
reg [16:0] baud_counter_rx;
reg [1:0] rx_state;
reg [7:0] rx_shift_data;
reg [3:0] bit_indexer_rx;
always @(posedge clk  or posedge rst) begin
if (rst == 1) begin
    rx_state <= IDLE;
    baud_counter_rx <= 0;
    bit_indexer_rx <= 0;
    rx_shift_data <= 0;
    rx_int <= 0;
    rx_buffer <= 0;
end else begin
    case (rx_state)
        IDLE : begin
            if(RX == 0) begin
                rx_state <= START;
                baud_counter_rx <= 0;
            end
        end
        START : begin
            baud_counter_rx <= baud_counter_rx + 1;
                if(baud_counter_rx == (baud_div >> 1)) begin  
                    baud_counter_rx <= 0;
                    if (RX == 0) begin                   
                        rx_state <= DATA;
                        bit_indexer_rx <= 4'h0;
                    end
                    else
                        rx_state <= IDLE;                
                end
        end
        DATA : begin
            baud_counter_rx <= baud_counter_rx + 1;
            if(baud_counter_rx == baud_div) begin    
                rx_shift_data[bit_indexer_rx] <= RX;
                bit_indexer_rx <= bit_indexer_rx + 1;
                baud_counter_rx <= 0;
                if (bit_indexer_rx == 8) begin
                    rx_state <= STOP;
                    rx_buffer <= rx_shift_data;
                end
            end
        end
        STOP : begin
            if(RX == 0) begin            
                rx_state <= IDLE;
                rx_shift_data <= 0;
                rx_buffer <= 0;
            end else begin
                rx_int <= 1;     
                baud_counter_rx <= baud_counter_rx + 1;
                if(baud_counter_rx == (baud_div >> 1)) begin
                    rx_int <= 0;  
                    rx_state <= IDLE;
                end
            end
        end
    endcase
end
end
endmodule
```
**design/flow/constraint.sdc**
```tcl
current_design top

set clk_period 1.5
set clk_io_pct 0.2

create_clock -name clk0 -period $clk_period [get_ports {btn1}]
create_clock -name clk1 -period $clk_period [get_ports {clk}]

set non_clock_inputs [all_inputs -no_clocks]
set_input_delay [expr $clk_period * $clk_io_pct] -clock clk0 $non_clock_inputs
set_output_delay [expr $clk_period * $clk_io_pct] -clock clk0 [all_outputs]
```
**design/flow/config.mk**
```make
export PLATFORM = sky130hd
export DESIGN_NAME = top
export DESIGN_NICKNAME = top
export VERILOG_FILES = /design/flow/design.v
export SDC_FILE = /design/flow/constraint.sdc
export NUM_CORES = 4
export LEC_CHECK = 1
export CORE_UTILIZATION = 50
```
**design/flow/run.sh**
```bash
#!/bin/bash
# OpenROAD 26Q1-2900-gdf79404cd8, Yosys 0.63+post, stock flow scripts
make -C /OpenROAD-flow-scripts/flow DESIGN_CONFIG=/design/flow/config.mk WORK_HOME=/design/flow/orfs finish
```
==> load_flow_metrics.sql <==
-- implementation run metrics
INSERT INTO impl_metrics (metric_group, metric, value, unit) VALUES
('routing', 'ant_nets', '0', ''),
('critical_path', 'critPathLaunchType', 'register', ''),
('routing', 'drt_first_pass_iters', '4', ''),
('synthesis', 'avg_synthesized_cell_area', '9.757', 'µm²'),
('sta', 'fin_worst_skew', '0.007163', 'ns'),
('grt', 'grt_first_pass_wirelength', '15090', 'µm'),
('power_and_ir_drop', 'total_leakage_power', '0.002769', 'µW'),
('cts', 'numClockSinks', '86', ''),
('placed_design', 'place_area', '5329', 'µm²'),
('run', 'warnings', '36', ''),
('critical_path', 'crit_path_end_kind', 'register', ''),
('power_and_ir_drop', 'share_comb_of_total_power', '17.8', '%'),
('critical_path', 'critical_path_rt', '1.77', 'ns'),
('synthesis', 'syn_inst', '436', ''),
('power_and_ir_drop', 'power.internal', '4411', 'µW'),
('sta', 'setup_repair_after_global_routing_missed_its_margin', 'true', ''),
('placed_design', 'dp_hpwl', '5968', 'µm'),
('cts', 'clk_pin_slew', '0.08', 'ns'),
('critical_path', 'worstPathMaxFanout', '5', ''),
('sta', 'worst-slew-pin-transition', '0.3248', 'ns'),
('placed_design', 'routability_congestion_estimate_from_global_placement', '0.8274', ''),
('routing', 'wire_per_inst', '13.20', 'µm'),
('floorplan', 'num_io_pins', '11', ''),
('floorplan', 'coreArea', '8217', 'µm²'),
('power_and_ir_drop', 'switching_share', '24.85', '%'),
('final_layout', 'final_cell_mix', '101 x sky130_fd_sc_hd__buf_4, 68 x sky130_fd_sc_hd__dfrtp_1, 36 x sky130_fd_sc_hd__nand2_1', ''),
('grt', 'gr-total-overflow', '0', ''),
('synthesis', 'synth-main-ff-cell', 'sky130_fd_sc_hd__dfrtp_1', ''),
('routing', 'antenna-diode-count', '0', ''),
('grt', 'grt_max_degree', '32', ''),
('floorplan', 'std_cell_rows', '33', ''),
('grt', 'first_global_vias', '3419', ''),
('routing', 'dr.first_iter.drc_count', '126', ''),
('final_layout', 'final_common_cell', 'sky130_fd_sc_hd__buf_4', ''),
('synthesis', 'synth-area-yosys', '4254', 'µm²'),
('power_and_ir_drop', 'switch_pwr', '1459', 'µW'),
('power_and_ir_drop', 'clock_power_share', '38.0', '%'),
('routing', 'via_density_per_instance', '5.160', ''),
('sta', 'setup_violations', '61', ''),
('final_layout', 'layout-drive-gt1-share', '40.98', '%'),
('synthesis', 'ys_warn_count', '4', ''),
('floorplan', 'floorplan.core_util', '51.77', '%'),
('sta', 'postLayoutSetupSlackWorst', '-0.4836', 'ns'),
('sta', 'max_slew_margin', '78.16', '%'),
('synthesis', 'synth-cells-yosys', '436', ''),
('placed_design', 'port-buffer-count', '9', ''),
('floorplan', 'chipWidth', '94.24', 'µm'),
('power_and_ir_drop', 'cellPowerDensity', '965.6', 'nW/µm²'),
('sta', 'timing_max_transition_violations_final', '0', ''),
('final_layout', 'area_growth_syn_to_layout', '42.91', '%'),
('floorplan', 'die_y', '94.24', 'µm'),
('synthesis', 'ys.flops', '86', ''),
('synthesis', 'seq_area_frac_synth', '49.03', '%'),
('outcome', 'failed_checks', 'negative setup slack', ''),
('run', 'cap_violations', '0', ''),
('sta', 'timing_hold_violations_final', '0', ''),
('power_and_ir_drop', 'power.share.sequential', '44.2', '%'),
('synthesis', 'synth-async-reset-ratio', '83.72', '%'),
('power_and_ir_drop', 'vdd.ir_drop.worst', '1.000', 'mV'),
('synthesis', 'enable_flop_cells', '0', ''),
('outcome', 'outcome', 'finished, violations left', ''),
('sta', 'setup_total_negative_slack', '-15.43', 'ns'),
('routing', 'via_count', '3488', ''),
('synthesis', 'ys_types', '55', ''),
('min_path', 'min_path_cells', '1', ''),
('final_layout', 'fin_util', '73.99', '%'),
('critical_path', 'worstPathArrival', '2.25', 'ns'),
('min_path', 'holdCritPathClass', 'register to register', ''),
('final_layout', 'post-route-cell-area', '6080', 'µm²'),
('grt', 'grt_antenna_before_repair', '0', ''),
('cts', 'cts_tree', 'built', ''),
('routing', 'route.detailed.drc', '0', ''),
('critical_path', 'reg2reg_depth', '9', ''),
('synthesis', 'netlist_area', '4254', 'µm²'),
('routing', 'finalWirelength', '8924', 'µm'),
('floorplan', 'die-area', '8881', 'µm²'),
('critical_path', 'timing.setup.critical_path_class', 'register to register', ''),
('grt', 'grt_usage', '22.16', '%');
-- worst max-delay path: stages (launching register included) --
cell	delay (ns)
sky130_fd_sc_hd__dfrtp_1	0.43
sky130_fd_sc_hd__inv_1	0.08
sky130_fd_sc_hd__ha_1	0.16
sky130_fd_sc_hd__nand4b_1	0.16
sky130_fd_sc_hd__nor3_4	0.25
sky130_fd_sc_hd__nand4bb_4	0.13
sky130_fd_sc_hd__a21o_1	0.21
sky130_fd_sc_hd__or2_1	0.24
sky130_fd_sc_hd__buf_4	0.14
sky130_fd_sc_hd__o21ai_1	0.11
-- state kept, by name (all words and copies together), names as in the netlist --
| register | flops |
|---|---|
| uart.baud_counter_rx | 17 |
| uart.baud_counter_tx | 17 |
| data | 8 |
| uart.last_tx_buffer | 8 |
| ascii_counter | 6 |
| uart.rx_buffer | 6 |
| uart.rx_shift_data | 6 |
| uart.bit_indexer_rx | 4 |
| uart.bit_indexer_tx | 4 |
| uart.rx_state | 4 |
| uart.tx_state | 4 |
| uart.TX | 1 |
| uart.tx_busy | 1 |
-- final timing paths --
kind	startpoint	endpoint	slack, ns
min in group clk0	ascii_counter[0]	data[0]	0.50
max in group asynchronous	btn2	uart.TX	0.72
worst max register to register	uart.baud_counter_rx[0]	uart.bit_indexer_rx[2]	-0.48
min in group asynchronous	btn2	uart.rx_state[1]	0.54
worst max-delay path	uart.baud_counter_rx[0]	uart.bit_indexer_rx[2]	-0.48
max in group clk0	uart.TX	uartTx	0.14
worst min register to register	data[6]	uart.last_tx_buffer[6]	0.41
worst min-delay path	data[6]	uart.last_tx_buffer[6]	0.41
-- synthesized netlist by cell type, types with 5 or more instances --
master / number / area, µm²
sky130_fd_sc_hd__nand2b_1: 14 / 87.58
sky130_fd_sc_hd__xnor2_1: 14 / 122.6
sky130_fd_sc_hd__ha_1: 12 / 150.1
sky130_fd_sc_hd__dfxtp_1: 14 / 280.3
sky130_fd_sc_hd__dfrtp_1: 69 / 1727
sky130_fd_sc_hd__o21ai_0: 35 / 175.2
sky130_fd_sc_hd__inv_1: 24 / 90.09
sky130_fd_sc_hd__nor4_1: 6 / 37.54
sky130_fd_sc_hd__mux2_2: 9 / 101.4
sky130_fd_sc_hd__clkbuf_1: 6 / 22.52
sky130_fd_sc_hd__nor2_1: 41 / 153.9
sky130_fd_sc_hd__mux2i_1: 6 / 60.06
sky130_fd_sc_hd__nand3_1: 17 / 85.08
sky130_fd_sc_hd__or3_1: 6 / 37.54
sky130_fd_sc_hd__and2_1: 5 / 31.28
sky130_fd_sc_hd__nand2_1: 43 / 161.4
sky130_fd_sc_hd__nor3_1: 14 / 70.07
sky130_fd_sc_hd__xor2_1: 21 / 183.9
sky130_fd_sc_hd__a21oi_1: 13 / 65.06
sky130_fd_sc_hd__nand4_1: 6 / 37.54
-- timing repair --
| item | in CTS | in global routing |
|---|---|---|
| pin swaps | 17 | 31 |
| cloned | 0 | 1 |
| hold buffers | 0 | 0 |
| setup endpoints to repair | 72 | 70 |
| gates resized | 46 | 54 |
| setup buffers | 10 | 9 |
-- layout make-up --
cell class	instances	area, µm²
Multi-Input combinational cell	318	2450
Fill cell	535	2137
Sequential cell	86	2087
Timing Repair Buffer	123	1012
Clock buffer	15	196.4
Tap cell	105	131.4
Clock inverter	5	103.9
Inverter	24	98.84
-- layer usage --
metal	share of wire, %	GRT usage [%]
met1	51	35.90
met2	45	33.64
met3	3.0	3.786
met4	0.86	2.692
met5	0	0
-- power by group through the flow --
stage	Clock [µW]	Sequential (µW)	Combinational (µW)
finish	2230	2590	1040
global route	2390	2610	1140
CTS	2290	2590	963
-- metrics by stage --
step	power, µW	std cells	worst slack [ns]	hold slack, ns
CTS	5843	667	-0.4774	0.4073
global placement	3489	639	-0.6321	0.4696
floorplan	3058	436	-0.6487	0.3758
global route	6142	676	-0.5925	0.4162
finish	5870	676	-0.4836	0.4141
detailed placement	3500	639	-0.6527	0.4718
-- kinds of logic after synthesis --
| kind of cell | after synthesis | share of synthesized area [%] |
|---|---|---|
| buffers and inverters | 33 | 3.029 |
| AND-OR/OR-AND | 75 | 10.97 |
| XOR/XNOR | 35 | 7.206 |
| multiplexers | 17 | 4.853 |
| adder cells (fa/ha/maj) | 12 | 3.529 |
| AND/OR/NAND/NOR | 178 | 21.38 |
| flip-flops | 86 | 49.03 |
Power and IR drop assume default switching activity.
